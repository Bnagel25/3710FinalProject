==> /design/flow/design.v <==
`timescale 1ns / 1ps
module VGA_Signal_Generator(input clk, 
									 input sw,
									 input btnl,
									 input btnr,
									 output reg hsync, 
									 output reg vsync, 
									 output reg request, 
									 output reg [9:0] hcount, 
									 output reg [8:0] vcount,								 
									 output reg [1:0] mode,
									 input [7:0] Next_RGB,
									 output reg [7:0] RGB);
reg [1:0] pixel_rate = 0;
wire pixel_ending;
reg [9:0] horizontal_pixel_counter;
reg [9:0] vertical_line_counter;
initial hsync = 1;
initial vsync = 1;
initial horizontal_pixel_counter = 0;
initial vertical_line_counter = 0;
initial hcount = 0;
initial vcount = 0;
initial RGB = 0;
assign pixel_ending = pixel_rate == 3;
always@(posedge clk)
	begin
		if(pixel_rate == 3)
			begin
			pixel_rate <= 0;
			request <= 1;
			end
		else
			begin
			pixel_rate <= pixel_rate + 2'b1;
			request <= 0;
			end
		if (pixel_ending)
		begin
			hcount <= horizontal_pixel_counter - 9'd45;
			vcount <= vertical_line_counter[8:0] - 9'd33;
		end
		else
		begin
			hcount <= hcount;
			vcount <= vcount;
		end
		if ((horizontal_pixel_counter >= 47 && horizontal_pixel_counter < 687) && (vertical_line_counter >= 32 && vertical_line_counter <512))
			RGB <= Next_RGB;
		else
			RGB <= 8'b0;
		if (pixel_ending && (horizontal_pixel_counter == 799))
			horizontal_pixel_counter <= 0;
		else if (pixel_ending)
			horizontal_pixel_counter <= horizontal_pixel_counter + 10'b1;
		if (pixel_ending && (horizontal_pixel_counter >= 703 && horizontal_pixel_counter < 799))
			hsync <= 0;	
		else if (pixel_ending)
			hsync <= 1;
		if ((pixel_ending && (horizontal_pixel_counter == 799)) && (vertical_line_counter == 525))
			vertical_line_counter <= 0;
		else if (pixel_ending && (horizontal_pixel_counter == 799))
			vertical_line_counter <= vertical_line_counter + 10'b1;
		if (pixel_ending && (vertical_line_counter >= 523 && vertical_line_counter < 525))
			vsync <= 0;
		else if (pixel_ending)
			vsync <= 1;
		if (sw)
		mode <= 1;
		else if (btnl)
		mode <= 0;
		else if (btnr)
		mode <= 2;
	end
endmodule
`timescale 1ns / 1ps
module VGA_Pixel_Generator(input clk,
									input request,
									input [1:0] mode,
									input [9:0] hcount, 
									input [8:0] vcount, 
									output reg [7:0] Next_RGB,
									input [15:0] data,
									output reg [14:0] addr);
reg [30:0] seed;
initial seed = 1;
initial Next_RGB = 8'b0;
reg [1:0] state;
initial state = 0;
reg [2:0] current_row;
reg [2:0] current_column;
reg [7:0] glyph_color;
always@(posedge clk)
	begin
	seed <= {seed[28:0], seed[30]^seed[27], seed[29]^seed[26]};
	if (request)
	begin
			if (mode == 0)
				Next_RGB  <=  seed[7:0];	
			else if (mode ==2)
				Next_RGB <= {3'b000, vcount[5] ^ hcount[5], 4'b0000};
			else
			begin
			current_row <= vcount[2:0];
			current_column <= hcount[2:0];	
			end				
	end  
	if (state == 0)
		if (mode == 1 && request)
		state <= 2'b01;
		else
		state <= 0;
	else if (state == 1)	
      begin	
		state <= 2'b10;
		glyph_color <= data[15:8];
		end
	else if (state == 2)
		begin
		if (!current_row[0])
			begin
			if (data[current_column + 8])
			Next_RGB <= glyph_color;
			else
			Next_RGB <= 8'b00000000;
			end
		else
			begin
			if(data[current_column])
			Next_RGB <= glyph_color;
			else
			Next_RGB <= 8'b00000000;
			end
		state <= 0;
		end 
	else
	state <= 0;
end 
always@(*)
begin
	if (state == 0)
		addr = {vcount[8:3], hcount[9:3]};
	else if (state == 1) 
		addr = {4'b1000, data[7:0], current_row[2:1]};
	else
		addr = 8'b00000000;	
end  
endmodule
`timescale 1ns / 1ps
module VGA_Top_Module(input clk, 
							 input sw,
							 input btnl,
							 input btnr,
							 input [15:0] data,
							 output hsync, 
							 output vsync, 
							 output [7:0] RGB,
							 output [14:0] addr);
wire [9:0] horizontal_pixel_counter;
wire [8:0] vertical_line_counter;
wire request;
wire [1:0] mode;
wire [7:0] Next_RGB;
VGA_Signal_Generator _VGA_Signal_Generator(clk, sw, btnl, btnr, hsync, vsync, request, horizontal_pixel_counter, vertical_line_counter, mode, Next_RGB, RGB);
VGA_Pixel_Generator _VGA_Pixel_Generator(clk, request, mode, horizontal_pixel_counter, vertical_line_counter, Next_RGB, data, addr);
endmodule
==> /design/flow/run.sh <==
#!/bin/bash
# OpenROAD 26Q1-2900-gdf79404cd8, Yosys 0.63+post, stock flow scripts
make -C /OpenROAD-flow-scripts/flow DESIGN_CONFIG=/design/flow/config.mk WORK_HOME=/design/flow/orfs finish
==> /design/flow/config.mk <==
export PLATFORM = sky130hd
export DESIGN_NAME = VGA_Top_Module
export DESIGN_NICKNAME = VGA_Top_Module
export VERILOG_FILES = /design/flow/design.v
export SDC_FILE = /design/flow/constraint.sdc
export NUM_CORES = 4
export LEC_CHECK = 1
export CORE_UTILIZATION = 50
==> /design/flow/constraint.sdc <==
current_design VGA_Top_Module

set clk_period 2.4
set clk_io_pct 0.2

create_clock -name clk0 -period $clk_period [get_ports {clk}]

set non_clock_inputs [all_inputs -no_clocks]
set_input_delay [expr $clk_period * $clk_io_pct] -clock clk0 $non_clock_inputs
set_output_delay [expr $clk_period * $clk_io_pct] -clock clk0 [all_outputs]
==> results.yml <==
# physical design summary
status:
  outcome: "finished, final reports clean"
synthesis:
  numSynthFlops: 110
  ys_types: 52
  yosysSeqAreaShare: 0.608
  enable_flop_cells: 33
  async_flop_share: 0
  yosys_area_mm2: 0.00417
  avgSynthCellArea_um2: 11.6
  synthesis.area_mm2: 0.00417
  ys_cells: 360
  ys_warn_count: 2
  synth_cells: 360
  ff_type: "dfxtp_1"
floorplanning:
  initCoreUtil: 0.528
  ios: 45
  die_h_um: 93.3
  dieArea_mm2: 0.00870
  placeableCoreArea_mm2: 0.00789
  num_rows: 32
  die_x_um: 93.3
finish:
  drive_gt1_frac: 0.115
  fillers: 618
  syn_to_final_growth_pct: 18.0
  regArea_mm2: 0.00253
  final-comb-area_mm2: 0.00150
  utilization: 0.623
  stdcell_area_mm2: 0.00491
global_route:
  antenna_found_initial: 0
  grt_max_degree: 26
  first_global_vias: 2592
  overflow: 0
  grt.total_usage: 0.194
  grt_pass1_wl_um: 12400
timing:
  fin_worst_skew_ns: 0.0158
  tightest_slew_ns: 0.741
  rsz0062_at_grt: "no"
  min_period_ns: 2.20
  slew_headroom: 0.504
  setup-violations-final: 0
  timing.fmax_ghz: 0.455
  finalCritPeriodShare: 0.915
  setup_tns_ns: 0
  slew_viol_final: 0
  hold_violations: 0
run:
  cap_violations: 0
  tool_warnings: 29
routing:
  wl_per_cell_um: 14.6
  drcViolationCount: 0
  final_antenna_net_count: 0
  wirelength_um: 7440
  num_vias: 2659
  viasPerCell: 5.20
  first_iter_violations: 83
  drt_pre_antenna_iters: 4
  n_antenna_cell: 0
hold_path:
  hold_class: "register to register"
placement:
  hpwlAfterDp_um: 5320
  portBuffers: 43
  place_congestion: 0.835
  placed_area_mm2: 0.00471
power_and_ir_drop:
  power_w: 0.00306
  p_leak_nw: 1.89
  irDropWorstVdd_mv: 0.335
  power.density_mw_per_mm2: 623
clock_network:
  numCtsBuffers: 9
  cts_hold_buf: 0
  post_cts_buffers: 0
  clk_latency_ns: 0.37
  cts.clk_slew.worst_paths_ns: 0.12
  clkSinkCount: 110
  root_buffer: "clkbuf_8"
  cts.htree.levels: 3
  cts_buffer_depth: 2
  cts.repair.resized: 0
  cts_tree: "built"
setup_path:
  slowest_stage: "clkdlybuf4s50_1"
  worstPathArrival_ns: 1.72
  crit_chain: "clkdlybuf4s50_1 -> mux2i_1 -> nor2_1 -> clkdlybuf4s50_1"
  crit_type: "input port to primary output"
  crit_top_cell: "clkdlybuf4s50_1"
  cpPeakStageDelay_ns: 0.52
  critPathTopFamily: "buffers and inverters"
  cp_data_required_time_ns: 1.92
  critPathCaptureType: "primary output"
  cp_num_buf_inv: 2
  crit_fanout: 2
  worst_setup_path_start_kind: "input port"
## power breakdown
group / internal, W / total, W / switching (W)
Clock: 0.000421 / 0.00110 / 0.000682
Combinational: 0.0000356 / 0.0000519 / 0.0000162
Sequential: 0.00191 / 0.00191 / 0.00000259
## sequential cells by signal (all words and copies together) (netlist names), 8 cells and up
signal / flops
_VGA_Signal_Generator.RGB: 8
_VGA_Signal_Generator.vertical_line_counter: 10
_VGA_Signal_Generator.vcount: 9
_VGA_Pixel_Generator.Next_RGB: 8
_VGA_Pixel_Generator.seed: 31
_VGA_Pixel_Generator.glyph_color: 8
_VGA_Signal_Generator.horizontal_pixel_counter: 10
_VGA_Signal_Generator.hcount: 10
## final cells by class
cell class | count | area share
clock buffer | 9 | 0.0252
clock inverter | 7 | 0.0165
tap | 102 | 0.0260
inverter | 11 | 0.00840
multi-input combinational | 218 | 0.304
sequential | 110 | 0.515
timing repair buffer | 54 | 0.104
## cell families after synthesis
kind of cell / synth area share
and+or+nand+nor: 0.146
DFF: 0.608
AOI/OAI and AO/OA: 0.0691
xor gates and xnor gates: 0.0673
buffers and inverters: 0.0333
muxes: 0.0577
adders and majority gates: 0.0180
other: 0.000900
## synthesized netlist by cell type (all sizes together), types with 8 or more instances
library cell,count,area share
mux2i,15,0.036
nor2,50,0.046
nand4,8,0.012
dfxtp,77,0.37
xnor2,20,0.042
inv,11,0.0099
nand2,15,0.014
xor2,12,0.025
nand3,12,0.014
edfxtp,33,0.24
a31o,9,0.019
clkbuf,16,0.014
## metrics by stage
step                instances  hold slack, ns  setup WS, ns
finish                    511           0.328         0.204
global route              511           0.327         0.119
CTS                       511           0.331         0.219
detailed placement        495           0.313         0.229
global placement          495           0.313         0.211
floorplan                 360           0.310         0.250
## path summary, 6_finish.rpt
check                                            start  depth (start not counted)                                                           to  slack [ns]
hold / removal    _VGA_Pixel_Generator.seed[8]$_DFF_P_                          0                        _VGA_Pixel_Generator.seed[10]$_DFF_P_        0.33
setup reg to reg                              register                          5  _VGA_Signal_Generator.vertical_line_counter[9]$_SDFFE_PP0P_        0.26
setup / recovery                               data[6]                          4                                                      addr[8]        0.20
hold reg to reg   _VGA_Pixel_Generator.seed[8]$_DFF_P_                          0                        _VGA_Pixel_Generator.seed[10]$_DFF_P_        0.33
## cells in the final DEF (no fill, tap or decap), drive strengths merged, types with 5 or more instances in the layout
master / Yosys / layout
nor2b: 5 / 5
nand3: 12 / 12
nor3: 7 / 7
xor2: 12 / 12
edfxtp: 33 / 33
clkdlybuf4s50: 0 / 43
inv: 11 / 16
nand4: 8 / 8
clkbuf: 16 / 9
dfxtp: 77 / 77
nor2: 50 / 50
xnor2: 20 / 20
a22oi: 7 / 7
mux2i: 15 / 15
ha: 6 / 6
a31o: 9 / 9
nand2: 15 / 15
buf: 5 / 11
## per-layer routing
metal  vias to the layer above  global-route usage  wire length (µm)
met2                        40               0.322              3560
met5                         -                   0                 0
li1                       1348                   -                 -
met3                         9              0.0397               290
met1                      1262               0.291              3490
met4                         0              0.0231               101
## worst register-to-register path, cell delays in order, from the launching register on
cell	delay, ns
dfxtp_1	0.45
ha_1	0.27
nand4_1	0.37
or4_4	0.70
nor2_2	0.14
mux2i_1	0.17
No activity file was given, so power comes from the tool's default toggle rates.
