File: flow/config.mk
export PLATFORM = sky130hd
export DESIGN_NAME = Memory_Control
export DESIGN_NICKNAME = Memory_Control
export VERILOG_FILES = /design/flow/design.v
export SDC_FILE = /design/flow/constraint.sdc
export NUM_CORES = 4
export LEC_CHECK = 1
export CORE_AREA = 10 10 70 70
export DIE_AREA = 0 0 80 80
File: flow/constraint.sdc
current_design Memory_Control

set clk_period 5.9
set clk_io_pct 0.2

create_clock -name clk0 -period $clk_period

set non_clock_inputs [all_inputs -no_clocks]
set_input_delay [expr $clk_period * $clk_io_pct] -clock clk0 $non_clock_inputs
set_output_delay [expr $clk_period * $clk_io_pct] -clock clk0 [all_outputs]
File: flow/design.v
`timescale 1ns / 1ps
module Memory_Control(
	input             core_to_mem_write_enable,
	input      [07:0] IO_to_mem_data,
	input      [15:0] ram_to_mem_data,
	input      [15:0] core_to_mem_data,
	input      [23:0] core_to_mem_address,
	output reg        mem_to_ram_write_enable,
	output reg [15:0] mem_to_ram_data,
	output reg [23:0] mem_to_ram_address,
	output reg [15:0] mem_to_core_data);
	reg [15:0] buffer_out = 16'h0;
	reg [07:0] test_reg = 16'b0;
	always@*
	begin
	 mem_to_ram_write_enable = core_to_mem_write_enable;
	 mem_to_ram_data         = core_to_mem_data;
	 mem_to_ram_address      = core_to_mem_address;
	 if (mem_to_ram_address != 24'h3b00) 
	  mem_to_core_data = ram_to_mem_data;
	 else
	  mem_to_core_data = buffer_out;
	end
	always@*
	begin
	buffer_out = 0;
	 case (IO_to_mem_data)
	  8'h1b : buffer_out = 16'hff53;
	  8'h1c : buffer_out = 16'hff41;
	  8'h1d : buffer_out = 16'hff57;
	  8'h23 : buffer_out = 16'hff44;
	  8'h75 : buffer_out = 16'hff2f;
	  8'h72 : buffer_out = 16'hff5c;
	 endcase
	end
endmodule
File: flow/run.sh
#!/bin/bash
# OpenROAD 26Q1-2900-gdf79404cd8, Yosys 0.63+post, stock flow scripts
make -C /OpenROAD-flow-scripts/flow DESIGN_CONFIG=/design/flow/config.mk WORK_HOME=/design/flow/orfs finish
==> impl_metrics.py <==
# Flow results
metrics = {
    "status": {
        "status": "completed",
    },
    "cells_and_area": {
        "lay_top_cells": "clkdlybuf4s50_1 (88), o21a_1 (9), nor2_1 (7), nand2_1 (5), a31oi_1 (4)",
        "seq_area_um2": 0,
        "final_area_mm2": 0.00132,
        "drive_gt1_frac": 0.0414,
        "area_growth_pct": 85.1,
        "ff_count": 0,
        "mostFrequentLayoutCell": "clkdlybuf4s50_1",
        "clock_buffers": 0,
    },
    "worst_setup_path": {
        "path_delay_family": "simple AND/OR/NAND/NOR gates",
        "crit_path_max_incr_delay_ns": 0.66,
        "cp_common_cell": "clkdlybuf4s50_1",
        "cp.arrival_ns": 3.72,
        "start_kind": "primary input",
        "crit_chain": "clkdlybuf4s50_1, nor4_1, nand4_1, nor2_2, nand3_2, o21a_1, clkdlybuf4s50_1",
        "critPathSlowestCell": "nor2_2",
        "endpoint_kind": "output port",
        "required_ns": 4.72,
        "cp_num_buf_inv": 2,
        "crit_type": "primary input to output port",
        "crit_fanout": 20,
    },
    "logic_synthesis": {
        "synth_cells": 100,
        "ys_seq_share": 0,
        "ys_area_um2": 714,
        "yosys-stat-cells": 100,
        "avgSynthCellArea_um2": 7.14,
        "yosysWarnings": 1,
        "synth_area_um2": 714,
        "synth.distinct_cells": 28,
    },
    "final_timing": {
        "setup_viol": 0,
        "layout_min_cycle_time_ns": 4.90,
        "rsz0062_at_grt": "false",
        "fmax_mhz": 204,
        "worst_slew_pin_slew_ns": 0.761,
        "holdWs_ns": 2.36,
        "slew_headroom": 0.492,
        "report.final.slew_viol_count": 0,
        "hold_viol_final": 0,
        "finalCritPeriodShare": 0.831,
        "finalSetupTns_ns": 0,
    },
    "power_and_ir_drop": {
        "p_int_mw": 0.0565,
        "swShare": 0.221,
        "comb_power_share": 1.000,
        "p_leak_nw": 0.430,
        "peakVddDrop_mv": 0.0160,
        "pwr-share-seq": 0,
        "power_density_mw_per_mm2": 54.8,
        "p_sw_mw": 0.0160,
        "p_clk_frac": 0,
    },
    "detailed_routing": {
        "drt_iter0_markers": 12,
        "drc": 0,
        "wl_per_cell_um": 16.6,
        "n_antenna_cell": 0,
        "drtAntennaViolNets": 0,
        "wirelength_um": 3180,
        "via_count": 810,
        "drtPass1Iterations": 5,
        "viasPerCell": 4.24,
    },
    "hold_path": {
        "hold_path_depth": 0,
        "hp-class": "primary input to output port",
        "min_to": "mem_to_ram_data[10]",
        "min_from": "core_to_mem_data[10]",
    },
    "floorplan": {
        "initCoreUtil": 0.209,
        "die_area_mm2": 0.00640,
        "die_h_um": 80,
        "rows": 21,
        "ioPinCount": 122,
        "die-width_um": 80,
        "core_mm2": 0.00342,
    },
    "global_routing": {
        "globalRouteOverflowTotal": 0,
        "grt_pass1_vias": 796,
        "grt_max_degree": 21,
        "antenna_found_initial": 0,
        "grtUsageTotal": 0.0870,
        "grt_first_pass_wirelength_um": 4610,
    },
    "clocking": {
        "cts.repair.resized": 0,
        "post-cts-setup-buffer-count": 0,
        "ctsHoldBuffers": 0,
    },
    "flow_run": {
        "cap_violations": 0,
        "warnings": 32,
    },
    "placed_design": {
        "gp_congestion": 0.801,
        "io_buffers": 88,
        "postPlaceCellArea_mm2": 0.00132,
        "hpwl_um": 2910,
    },
}
power by group through the flow:
stage     Clock (mW)  Combinational [mW]  Sequential, mW
6_report           0              0.0725               0
5_1_grt            0              0.0783               0
4_1_cts            0              0.0741               0
area by class of cell:
cell class                      count  area (µm²)
Multi-Input combinational cell     57         384
Tap cell                           46        57.6
Timing Repair Buffer               88         881
Fill cell                         335        2090
cell usage after synthesis, types with 3 or more instances:
library cell	number	share of area
buf_4	41	0.43
nor2b_1	3	0.026
a31oi_1	4	0.035
o21a_1	9	0.095
o21ai_0	3	0.021
nand2_1	5	0.026
nor2_1	7	0.037
layer usage:
| layer | global-route usage | routed length [µm] |
|---|---|---|
| met2 | 0.153 | 1490 |
| met4 | 0.00176 | 0 |
| met5 | 0 | 0 |
| met1 | 0.100 | 1210 |
| met3 | 0.0375 | 476 |
logic make-up (layout without fill, tap and decap cells):
| group | count (synthesis) | count (layout) | share of synthesized area |
|---|---|---|---|
| AND-OR/OR-AND | 25 | 25 | 0.243 |
| multiplexers | 1 | 1 | 0.0158 |
| buffers and inverters | 43 | 88 | 0.462 |
| AND/OR/NAND/NOR | 31 | 31 | 0.278 |
worst max-delay path by stage:
stage,from,to,cells after the start
CTS,core_to_mem_address[19],mem_to_core_data[13],7
global route,core_to_mem_address[19],mem_to_core_data[10],7
finish,core_to_mem_address[19],mem_to_core_data[13],7
through the flow:
step           power (mW)  cells  setup WS, ns  utilization
2_1_floorplan      0.0255    100          2.50            -
3_3_place_gp       0.0736    191          1.04        0.387
3_5_place_dp       0.0737    191         0.968        0.387
4_1_cts            0.0741    191         0.968        0.387
5_1_grt            0.0783    191         0.761        0.387
6_report           0.0725    191         0.998        0.387
Power figures rest on the tool's default switching activity, not on a simulated workload.
