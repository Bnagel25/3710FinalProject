**/design/flow/run.sh**
```bash
#!/bin/bash
# OpenROAD 26Q1-2900-gdf79404cd8, Yosys 0.63+post, stock flow scripts
make -C /OpenROAD-flow-scripts/flow DESIGN_CONFIG=/design/flow/config.mk WORK_HOME=/design/flow/orfs finish
```
**/design/flow/config.mk**
```make
export PLATFORM = sky130hd
export DESIGN_NAME = Core
export DESIGN_NICKNAME = Core
export VERILOG_FILES = /design/flow/design.v
export SDC_FILE = /design/flow/constraint.sdc
export NUM_CORES = 4
export LEC_CHECK = 1
export CORE_UTILIZATION = 40
```
**/design/flow/constraint.sdc**
```tcl
current_design Core

set clk_period 10.8
set clk_io_pct 0.2

create_clock -name clk0 -period $clk_period [get_ports {clk}]

set non_clock_inputs [all_inputs -no_clocks]
set_input_delay [expr $clk_period * $clk_io_pct] -clock clk0 $non_clock_inputs
set_output_delay [expr $clk_period * $clk_io_pct] -clock clk0 [all_outputs]
```
**/design/flow/design.v**
```verilog
`timescale 1ns / 1ps
module Core(
	input             clk,
	input      [15:0] mem_to_core_data,           
	output reg [15:0] core_to_mem_data,           
	output reg [23:0] core_to_mem_address,        
	output reg        core_to_mem_write_enable);  
	parameter ADD  = 4'b0000;
	parameter ADDI = 4'b0001;
	parameter SUB  = 4'b0010;
	parameter LW   = 4'b0011;
	parameter SW   = 4'b0100;
	parameter LUI  = 4'b0101;
	parameter CMP  = 4'b0110;
	parameter BR   = 4'b0111;
	parameter JMP  = 4'b1000;
	parameter SLL  = 4'b1001;
	parameter SLR  = 4'b1010;
	parameter AND  = 4'b1011;
	parameter NAND = 4'b1100;
	parameter OR   = 4'b1101;
	parameter NOT  = 4'b1110;
	parameter LLI  = 4'b1111;
	parameter FETCH   = 3'b000;
	parameter DECODE  = 3'b001;
	parameter EXECUTE = 3'b010;
	parameter LOAD1   = 3'b011;
	parameter LOAD2   = 3'b100;
	parameter STORE   = 3'b101;
	parameter BRANCH  = 3'b110;
	parameter JUMP    = 3'b111;
	reg        zero;                   
	reg        negative;               
	reg        addr_ext   = 0;         
	reg [2:0]  core_state = FETCH;     
	reg [23:0] pc         = 24'h3c8c;  
	reg [3:0]  opcode;
	reg [3:0]  offset;
	reg [3:0]  dest_index;
	reg [3:0]  branch_index;
	reg [7:0]  immediate;
	reg [15:0] reg_data1;
	reg [15:0] reg_data2;
	reg         write_enable;
	reg  [3:0]  read_index1;
	reg  [3:0]  read_index2;
	reg  [3:0]  write_index;
	reg  [15:0] write_data;
	wire [15:0] read_data1;
	wire [15:0] read_data2;
	reg_file _reg_file(
	 .clk      (clk), 
	 .rdDataA  (read_index1),
	 .rdDataB  (read_index2),
	 .write_en (write_enable),
	 .DataIn   (write_data),
	 .wrData   (write_index),
	 .A		  (read_data1),
	 .B		  (read_data2));
	always@(*)
	begin
	 read_index1  = 0;
	 read_index2  = 0;
	 write_data   = 0;
	 write_enable = 0;
	 write_index  = 0;
	 core_to_mem_address      = 0;
	 core_to_mem_data         = 0;
	 core_to_mem_write_enable = 0;
	 case (core_state)
	  FETCH:   core_to_mem_address = pc;
	  DECODE:  begin 
				   read_index1 = mem_to_core_data[11:8];  
				   read_index2 = mem_to_core_data[7:4];   
			     end
	  EXECUTE: begin 
	            write_index  = dest_index;
				   write_enable = 1;
				   if      (opcode == ADD)
				    write_data = reg_data1 + reg_data2;
				   else if (opcode == ADDI)
				    write_data = reg_data1 + immediate;
				   else if (opcode == SUB)
				    write_data = reg_data2 - reg_data1;						 
				   else if (opcode == SLL)
				    write_data = reg_data1 << offset;
				   else if (opcode == SLR)
				    write_data = reg_data1 >> offset;
				   else if (opcode == AND)
				    write_data = reg_data1 & reg_data2;
				   else if (opcode == NAND)
				    write_data = ~(reg_data1 & reg_data2);
				   else if (opcode == OR)
				    write_data = reg_data1 | reg_data2;
				   else if (opcode == NOT)
				    write_data = ~reg_data1;
				   else if (opcode == LUI)
				    write_data = {immediate, reg_data1[7:0]};
				   else if (opcode == LLI)
				    write_data = {reg_data1[15:8], immediate};
				   else if (opcode == CMP)
				    write_enable = 0;
				  end
	  LOAD1:   begin
					if (addr_ext == 0)
				    core_to_mem_address = pc;
					else
					 core_to_mem_address = {immediate, mem_to_core_data};
				  end
	  LOAD2:   begin
				   write_enable = 1;
				   write_index  = dest_index;
				   write_data   = mem_to_core_data;
				  end
	  STORE:   begin
					if (addr_ext == 0)
					 core_to_mem_address = pc;
					else
					 begin
					  core_to_mem_address      = {immediate,mem_to_core_data};
					  core_to_mem_data         = reg_data1;
				     core_to_mem_write_enable = 1;
					 end
				  end
	  BRANCH: begin 
					if (addr_ext == 0)
				    core_to_mem_address = pc;
					else
					 core_to_mem_address = core_to_mem_address;
				 end
	  JUMP:   begin 
			      if (addr_ext == 0)
				    core_to_mem_address = pc;
					else
					 core_to_mem_address = core_to_mem_address;
				 end
	 endcase
	end
	always@(posedge clk)
	 begin	
	 case (core_state)
	  FETCH:   begin 
			      core_state <= DECODE;
			      pc         <= pc + 1'b1;
			     end
	  DECODE:  begin
				   opcode        = mem_to_core_data[15:12];
				   immediate    <= mem_to_core_data[7:0];
				   offset       <= mem_to_core_data[3:0];
				   reg_data1    <= read_data1;
				   reg_data2    <= read_data2;
					branch_index <= mem_to_core_data[11:8];
				   if (opcode == LW || opcode == LUI || opcode == LLI || opcode == ADDI)
				    dest_index <= mem_to_core_data[11:8];
				   else
				    dest_index <= mem_to_core_data[7:4];
				   if (opcode == ADD  ||
				       opcode == ADDI ||
				       opcode == SUB  ||
				       opcode == CMP  ||
				       opcode == SLL  ||
				       opcode == SLR  ||
				       opcode == AND  ||
				       opcode == NAND ||
				       opcode == OR   ||
				       opcode == LUI  ||
				       opcode == LLI  ||
				       opcode == NOT)
				    core_state <= EXECUTE;
				   else if (opcode == LW)
				    core_state <= LOAD1;
				   else if (opcode == SW)
				    core_state <= STORE;
				   else if (opcode == BR)
				    core_state <= BRANCH;
				   else if (opcode == JMP)
				    core_state <= JUMP;
				  end
	  EXECUTE: begin 
				   if (opcode == CMP) 
				    begin
					  zero <= reg_data1 == reg_data2;
					  if (reg_data1 < reg_data2)
					   negative <= 1;	
					  else
					   negative <= 0;
				    end
				   core_state <= FETCH;
				  end
	  LOAD1:   begin
				   if (addr_ext == 1)
				    begin 
				     core_state <= LOAD2;
			        addr_ext   <= 0;
				    end
				   else
				    addr_ext <= 1;
				  end
	  LOAD2:   begin
	            core_state <= FETCH;
					pc         <= pc + 1'b1;
	           end
	  STORE:   begin
				   if (addr_ext == 1)
					 begin
				     core_state <= FETCH;
					  pc         <= pc + 1'b1;
					  addr_ext   <= 0;
					 end
				   else
				    addr_ext <= 1;
				  end
	  BRANCH:  begin
					if (addr_ext == 1)
				    begin 
				     if      (branch_index == 4'b0000)  
				      if (zero)
				       pc <= {immediate, mem_to_core_data};
				      else
				       pc <= pc + 1'b1; 
				     else if (branch_index == 4'b0001)  
				      if (!zero)
				       pc <= {immediate, mem_to_core_data};	
				      else
				       pc <= pc + 1'b1; 					  
				     else if (branch_index == 4'b0010)  
				      if (negative)
				       pc <= {immediate, mem_to_core_data};	
				      else
				       pc <= pc + 1'b1;
				     else if (branch_index == 4'b0011)  
				      if (zero || negative)
				       pc <= {immediate, mem_to_core_data};	
				      else
				       pc <= pc + 1'b1;					  
				     else if (branch_index == 4'b0100)  
				      if (!negative && !zero)
				       pc <= {immediate, mem_to_core_data}; 
				      else
				       pc <= pc + 1'b1;
				     else if (branch_index == 4'b0101)  
				      if (!negative || zero)
				       pc <= {immediate, mem_to_core_data};
				      else
				       pc <= pc + 1'b1;  
				     core_state <= FETCH;
				     addr_ext   <= 0;
				    end
				   else
				    addr_ext <= 1;
				  end
	  JUMP:    begin
				   if (addr_ext == 1)
				    begin 
			        pc <= {immediate, mem_to_core_data};
				     core_state <= FETCH;
			        addr_ext <= 0;
				    end
				   else
				    addr_ext <= 1;
				  end	
	  endcase
	 end
endmodule
`timescale 1ns / 1ps
module reg_file(
	input clk,
	input write_en,
	input [3:0] wrData,
	input [15:0] DataIn,
	input [3:0] rdDataA,
	input [3:0] rdDataB,
	output reg [15:0] A,
	output reg [15:0] B);
	reg [15:0] reg1,  reg2,  reg3,  reg4;
   reg [15:0] reg5,  reg6,  reg7,  reg8;
   reg [15:0] reg9,  reg10, reg11, reg12;
   reg [15:0] reg13, reg14, reg15;
	always@(*)
	begin
		case (rdDataA)
		 0 : A = 0;
		 1 : A = reg1;
		 2 : A = reg2;
		 3 : A = reg3;
		 4 : A = reg4;
		 5 : A = reg5;
		 6 : A = reg6;
		 7 : A = reg7;
		 8 : A = reg8;
		 9 : A = reg9;
		 10 : A = reg10;
		 11 : A = reg11;
		 12 : A = reg12;
		 13 : A = reg13;
		 14 : A = reg14;
		 15 : A = reg15;
		endcase
		case (rdDataB)
		 0 : B = 0;
		 1 : B = reg1;
		 2 : B = reg2;
		 3 : B = reg3;
		 4 : B = reg4;
		 5 : B = reg5;
		 6 : B = reg6;
		 7 : B = reg7;
		 8 : B = reg8;
		 9 : B = reg9;
		 10 : B = reg10;
		 11 : B = reg11;
		 12 : B = reg12;
		 13 : B = reg13;
		 14 : B = reg14;
		 15 : B = reg15;
		endcase	
	end
	always@(posedge clk)
	begin
	   if (write_en)
			case (wrData)
				0 : begin end
				1 : reg1 <= DataIn;
				2 : reg2 <= DataIn;
				3 : reg3 <= DataIn;
				4 : reg4 <= DataIn;
				5 : reg5 <= DataIn;
				6 : reg6 <= DataIn;
				7 : reg7 <= DataIn;
				8 : reg8 <= DataIn;
				9 : reg9 <= DataIn;
			  10 : reg10 <= DataIn;
			  11 : reg11 <= DataIn;
			  12 : reg12 <= DataIn;
			  13 : reg13 <= DataIn;
			  14 : reg14 <= DataIn;
			  15 : reg15 <= DataIn;
			endcase
	end
endmodule
```
==> results.txt <==
Physical implementation status

Antenna repair during routing inserted a diode count of 0. In the final layout, the share of cells above drive strength 1 is 12.4%. Summed over all cells, the static leakage comes to 8.23 nW. The fraction of the core area covered by cells at the end of the flow stands at 45.7%. The cell that appears most often on the critical path is clkdlybuf4s50_1. The overall overflow remaining after global route stands at 0. Across all hold checks on the routed design, the worst slack comes to 621 ps. Summing every instance area after synthesis gives 0.0216 mm2. The worst setup path is launched from an input pin. The wire length of the first global-routing pass stands at 129 mm. TritonCTS built the clock tree. In the Yosys report, the sequential cells make up 44.8% of the chip area. The number of instances resized during post-cts repair stands at 0.

The layout has 4872 filler cells. The biggest area contributor in the post-synthesis netlist is edfxtp_1. The iteration count of the initial detailed-routing pass stands at 9. The post-synthesis cell count from yosys stands at 2143.

The area occupied by multi-input gates stands at 0.0109 mm2. The area share of the leading cell type in the synthesized netlist stands at 44.8%. The overall die width stands at 234 um. Summing over every cut layer, the via total after detailed routing is 19700. The number of clock sinks seen by CTS stands at 322. The post-detailed-route DRC marker count stands at 0.

The final total negative setup slack stands at 0 ps. Per the synth stats, the flop cell with the highest instance count is edfxtp_1. In the final report, the number of hold violations comes to 0. The stage logs contain a warning count of 58. The report lists the cells along the critical path as clkdlybuf4s50_1 -> a22oi_1 -> o21ai_0 -> clkdlybuf4s50_1.

The setup violation total in the final timing report stands at 0. The flow measured a signed area growth from synthesis to layout of 12.0%. The via count of the first global-routing pass stands at 19000. Before placement the cells fill 40.8% of the core. OpenROAD reports that the post-layout worst path occupies 57.1% of the period. After detailed routing, the total wire length is 88.6 mm. Entering global routing, the biggest net connects 52 pins. The type recorded for the worst min-delay path is reg -> reg.

For this design, the slowest cell found on the critical path is clkdlybuf4s50_1. The die is 234 um tall. The post-route non-filler standard cell count stands at 2890. In this run the full chip footprint comes out at 0.0550 mm2.

After clock tree synthesis, the flow added hold-fix buffers numbering 0. Detailed placement ended at an HPWL of 59.4 mm. The run finished with clean final reports. The area occupied by registers stands at 0.00967 mm2. In this run, the number of DRC markers left after iteration 0 of detailed routing was 2140. Of all nets on the critical path, the largest fanout is 15. 58 I/O pins were placed. Setup repair after global routing left no endpoint under its margin. In this run the deepest clock path goes through 3 buffers. Yosys attributes the largest share of cell area to edfxtp_1, a22oi_1, ha_1. Including well taps, the total number of placed cells is 2826. The worst path meets setup with 4640 ps of slack. The post-synthesis area per instance stands at 10.1 um2. The cell sitting at the root of the clock tree is a clkbuf_16. The number of rows created at floorplan stands at 84.

The number of CTS-inserted buffers stands at 36. The synthesis-stage register bit count stands at 322. The max-cap violation count stands at 0.

The final tally of max-slew violations stands at 0. STA on the placed design reports a worst setup slack of 4650 ps. The worst setup path is captured at a primary output.

In this run the power density over the cells is 251 mW/mm2. Total global-route track usage over all layers is 34.3%. After detailed routing, the average wire length per cell comes to 30.6 um. Using the TritonRoute via totals, the vias-per-cell ratio works out to 6.83.

In this design, the stage delay of the slowest critical-path cell is 980 ps. The number of different library cells in the post-synthesis netlist stands at 98. On the reported timing paths, the clock transition at the registers reads 60 ps. The worst max-slew margin expressed relative to the limit stands at 35.9%.

Of all flip-flops after synthesis, the portion carrying an async set or reset was 0%. The floorplan step defined a core boundary enclosing 0.0530 mm2. The post-synth count of flops with an enable pin is 322. For this run, the top clock speed supported by timing is 0.162 GHz. The H-tree was split into 2 levels. For this run, the number of Yosys warnings is 2. The measured slew at the worst slew-check pin stands at 958 ps. The final critical delay including setup and external delays stands at 6160 ps. Looking at the setup timing report, the critical path kind is in -> out. STA puts the critical path data arrival time at 4000 ps.

The initial antenna violation count stands at 4. Nets still carrying antenna violations after routing amount to 0. The critical path endpoint has a required time of 8640 ps.

The highest ir drop seen on vdd stands at 146 uV. The post-route clock skew stands at 31.6 ps. Looking at the post-CTS report, the setup buffer insertion count equals 0.

As logged by OpenROAD, the buffers inserted on ports number 57. The clock latency on the worst-skew pair stands at 570 ps. The timing report notes that buffer and inverter cells on the critical path total 2. Routability-driven placement finished with a final weighted congestion of 1.03. The chip area in the Yosys report stands at 0.0216 mm2. The kind of cell with the highest combined delay along the critical path is buffers and inverters. The instance tally after logic synthesis stands at 2143.
through the flow:
step                      instance area (um2)  power (mW)
after global routing                    24200        6.35
after floorplan                         21600        3.73
after global placement                  23100        4.84
final                                   24200        6.07
after detailed placement                23100        4.84
after CTS                               24200        6.01
cell usage after synthesis (7+ instances only):
| master | count |
|---|---|
| nand3_1 | 61 |
| a21o_1 | 15 |
| o211ai_1 | 32 |
| nand2_1 | 162 |
| a211oi_1 | 19 |
| a221oi_1 | 39 |
| buf_1 | 16 |
| or3_1 | 11 |
| nor3_1 | 35 |
| nor4_1 | 28 |
| xnor2_1 | 28 |
| a221o_1 | 7 |
| buf_4 | 10 |
| a21oi_1 | 121 |
| xor2_1 | 22 |
| edfxtp_1 | 322 |
| a22o_1 | 24 |
| mux2_2 | 36 |
| o22a_1 | 15 |
| nand3b_1 | 11 |
| inv_1 | 70 |
| a31oi_1 | 21 |
| buf_2 | 47 |
| o221ai_1 | 13 |
| mux4_2 | 19 |
| a22oi_1 | 131 |
| nor2_1 | 172 |
| clkbuf_1 | 87 |
| nor2b_1 | 17 |
| o22ai_1 | 35 |
| a32oi_1 | 13 |
| a222oi_1 | 24 |
| and3_1 | 12 |
| a211o_1 | 7 |
| o31ai_1 | 8 |
| ha_1 | 58 |
| a2bb2oi_1 | 11 |
| o2111ai_1 | 10 |
| o21ai_0 | 140 |
| nand2b_1 | 17 |
| mux2i_1 | 56 |
| o21a_1 | 10 |
| nand4_1 | 21 |
| and2_1 | 12 |
tightest hold or removal path, delay by kind of cell (launching register included):
kind,cells,cell delay [ps]
DFF,1,350
AOI/OAI and AO/OA,2,160
layout make-up:
type                            instances  area share [%]
Sequential cell                       322            39.9
Timing Repair Buffer                  163            5.56
Tap cell                              688            3.56
Clock inverter                         22           0.662
Clock buffer                           42            3.90
Inverter                               76            1.19
Multi-Input combinational cell       1577            45.2
state kept, by name, indices dropped and copies added, names as in the netlist, 8 cells and up:
register,flops
pc,24
_reg_file.reg14,16
_reg_file.reg15,16
_reg_file.reg9,16
_reg_file.reg10,16
_reg_file.reg2,16
immediate,8
_reg_file.reg3,16
_reg_file.reg4,16
_reg_file.reg8,16
_reg_file.reg13,16
_reg_file.reg5,16
_reg_file.reg11,16
_reg_file.reg7,16
_reg_file.reg6,16
reg_data1,16
reg_data2,16
_reg_file.reg12,16
_reg_file.reg1,16
report_power, final:
part           leakage [nW]  internal [mW]  switching [mW]
Clock                 0.539          0.653           0.515
Combinational          4.69           1.07            1.90
Sequential             3.00           1.69           0.249
Total                  8.23           3.42            2.66
cells in the final DEF (no fill, tap or decap), types with 28 or more instances in the layout:
cell type / n
inv_1: 70
buf_4: 106
ha_1: 58
nand2_1: 162
mux2i_1: 56
clkdlybuf4s50_1: 53
a21oi_1: 121
o21ai_0: 138
nand3_1: 61
nor2_1: 160
nor4_1: 28
xnor2_1: 28
o211ai_1: 32
clkbuf_16: 37
mux2_2: 36
nor3_1: 33
o22ai_1: 35
edfxtp_1: 322
a221oi_1: 39
a22oi_1: 131
kinds of logic after synthesis:
logic type	share of synthesized area, %
AND-OR/OR-AND	24.0
XOR/XNOR	2.03
adder cells (fa/ha/maj)	3.64
buffers and inverters	5.00
flip-flops	44.8
multiplexers	6.45
AND/OR/NAND/NOR	14.1
routing by layer:
layer	vias to the layer above	wire length [um]	track usage, %
met5	-	27	0.446
met4	4	4700	14.4
met2	1492	39100	49.9
met1	9463	33000	45.5
met3	287	11800	16.1
li1	8502	-	-
worst paths after layout:
check                            from                     end  slack, ps  depth (start not counted)
hold / removal      _reg_file.reg6[9]            reg_data2[9]        620                          2
setup reg to reg         reg_data1[1]      _reg_file.reg4[14]       6460                         10
setup / recovery  mem_to_core_data[7]  core_to_mem_address[7]       4640                          4
hold reg to reg     _reg_file.reg6[9]            reg_data2[9]        620                          2
Power figures rest on the tool's default switching activity, not on a simulated workload.
